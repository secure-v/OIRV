==> flow/design.v <==
module CSA4_2 
    #(parameter WIDTH = 32)
(
    input                        cin  ,
    input [WIDTH - 1:0]          A    ,
    input [WIDTH - 1:0]          B    ,
    input [WIDTH - 1:0]          C    ,
    input [WIDTH - 1:0]          D    ,
    output wire [WIDTH - 1:0]    sum  ,
    output wire [WIDTH - 1:0]    carry
);
    wire [WIDTH - 1:0] cout;
    compressor4_2 compressor4_2_insts0 (
                .x0   (A[0]    ),
                .x1   (B[0]    ),
                .x2   (C[0]    ),
                .x3   (D[0]    ),
                .cin  (cin     ),
                .sum  (sum[0]  ),
                .cout (cout[0] ),
                .carry(carry[0])
    );
    genvar i;
    generate
        for (i = 1; i < WIDTH; i++) begin: inst_csr4_2
            compressor4_2 compressor4_2_inst (
                .x0   (A[i]       ),
                .x1   (B[i]       ),
                .x2   (C[i]       ),
                .x3   (D[i]       ),
                .cin  (cout[i - 1]),
                .sum  (sum[i]     ),
                .cout (cout[i]    ),
                .carry(carry[i]   )
            );
        end
    endgenerate
endmodule
module MUL33 (
    input [32:0]   A            ,
    input [32:0]   B            ,
    output [63:0]  part_mul_res0,
    output [63:0]  part_mul_res1
);
wire sign1;
wire sign3;
wire sign5;
wire sign7;
wire sign9;
wire sign11;
wire sign13;
wire sign15;
wire sign17;
wire sign19;
wire sign21;
wire sign23;
wire sign25;
wire sign27;
wire sign29;
wire sign31;
wire [32:0] pp0_64_0_32;
assign pp0_64_0_32 = (B[0] == 1'b1)? {A[32], ~A[31:0]} : {1'b1, 32'b0};
wire [33:0] pp0_66_1_31;
wire [33:0] pp0_68_3_30;
wire [33:0] pp0_70_5_29;
wire [33:0] pp0_72_7_28;
wire [33:0] pp0_74_9_27;
wire [33:0] pp0_76_11_26;
wire [33:0] pp0_78_13_25;
wire [33:0] pp0_80_15_24;
wire [33:0] pp0_82_17_23;
wire [33:0] pp0_84_19_22;
wire [33:0] pp0_86_21_21;
wire [33:0] pp0_88_23_20;
wire [33:0] pp0_90_25_19;
wire [33:0] pp0_92_27_18;
wire [33:0] pp0_94_29_17;
wire [33:0] pp0_96_31_16;
wire [65:0] pp0_129_0_33;
assign pp0_129_0_33  = {34'b1010101010101010101010101010101011, sign31, 1'b0, sign29, 1'b0, sign27, 1'b0, sign25, 1'b0, sign23, 1'b0, sign21, 1'b0, sign19, 1'b0, sign17, 1'b0, sign15, 1'b0, sign13, 1'b0, sign11, 1'b0, sign9, 1'b0, sign7, 1'b0, sign5, 1'b0, sign3, 1'b0, sign1, B[0]}; 
gen_partial_product #(.WIDTH(33)) gpp1 (
    .A   (A               ),
    .b0  (B[0]            ),
    .b1  (B[1]            ),
    .b2  (B[2]            ),
    .sign(sign1           ),
    .P   (pp0_66_1_31     )
    );
gen_partial_product #(.WIDTH(33)) gpp3 (
    .A   (A               ),
    .b0  (B[2]            ),
    .b1  (B[3]            ),
    .b2  (B[4]            ),
    .sign(sign3           ),
    .P   (pp0_68_3_30     )
    );
gen_partial_product #(.WIDTH(33)) gpp5 (
    .A   (A               ),
    .b0  (B[4]            ),
    .b1  (B[5]            ),
    .b2  (B[6]            ),
    .sign(sign5           ),
    .P   (pp0_70_5_29     )
    );
gen_partial_product #(.WIDTH(33)) gpp7 (
    .A   (A               ),
    .b0  (B[6]            ),
    .b1  (B[7]            ),
    .b2  (B[8]            ),
    .sign(sign7           ),
    .P   (pp0_72_7_28     )
    );
gen_partial_product #(.WIDTH(33)) gpp9 (
    .A   (A               ),
    .b0  (B[8]            ),
    .b1  (B[9]            ),
    .b2  (B[10]           ),
    .sign(sign9           ),
    .P   (pp0_74_9_27     )
    );
gen_partial_product #(.WIDTH(33)) gpp11 (
    .A   (A               ),
    .b0  (B[10]           ),
    .b1  (B[11]           ),
    .b2  (B[12]           ),
    .sign(sign11          ),
    .P   (pp0_76_11_26    )
    );
gen_partial_product #(.WIDTH(33)) gpp13 (
    .A   (A               ),
    .b0  (B[12]           ),
    .b1  (B[13]           ),
    .b2  (B[14]           ),
    .sign(sign13          ),
    .P   (pp0_78_13_25    )
    );
gen_partial_product #(.WIDTH(33)) gpp15 (
    .A   (A               ),
    .b0  (B[14]           ),
    .b1  (B[15]           ),
    .b2  (B[16]           ),
    .sign(sign15          ),
    .P   (pp0_80_15_24    )
    );
gen_partial_product #(.WIDTH(33)) gpp17 (
    .A   (A               ),
    .b0  (B[16]           ),
    .b1  (B[17]           ),
    .b2  (B[18]           ),
    .sign(sign17          ),
    .P   (pp0_82_17_23    )
    );
gen_partial_product #(.WIDTH(33)) gpp19 (
    .A   (A               ),
    .b0  (B[18]           ),
    .b1  (B[19]           ),
    .b2  (B[20]           ),
    .sign(sign19          ),
    .P   (pp0_84_19_22    )
    );
gen_partial_product #(.WIDTH(33)) gpp21 (
    .A   (A               ),
    .b0  (B[20]           ),
    .b1  (B[21]           ),
    .b2  (B[22]           ),
    .sign(sign21          ),
    .P   (pp0_86_21_21    )
    );
gen_partial_product #(.WIDTH(33)) gpp23 (
    .A   (A               ),
    .b0  (B[22]           ),
    .b1  (B[23]           ),
    .b2  (B[24]           ),
    .sign(sign23          ),
    .P   (pp0_88_23_20    )
    );
gen_partial_product #(.WIDTH(33)) gpp25 (
    .A   (A               ),
    .b0  (B[24]           ),
    .b1  (B[25]           ),
    .b2  (B[26]           ),
    .sign(sign25          ),
    .P   (pp0_90_25_19    )
    );
gen_partial_product #(.WIDTH(33)) gpp27 (
    .A   (A               ),
    .b0  (B[26]           ),
    .b1  (B[27]           ),
    .b2  (B[28]           ),
    .sign(sign27          ),
    .P   (pp0_92_27_18    )
    );
gen_partial_product #(.WIDTH(33)) gpp29 (
    .A   (A               ),
    .b0  (B[28]           ),
    .b1  (B[29]           ),
    .b2  (B[30]           ),
    .sign(sign29          ),
    .P   (pp0_94_29_17    )
    );
gen_partial_product #(.WIDTH(33)) gpp31 (
    .A   (A               ),
    .b0  (B[30]           ),
    .b1  (B[31]           ),
    .b2  (B[32]           ),
    .sign(sign31          ),
    .P   (pp0_96_31_16    )
    );
wire [39:0] pp1_96_25_41;
wire [39:0] pp1_88_17_43;
wire [39:0] pp1_80_9_45;
wire [39:0] pp1_72_1_47;
wire [48:0] pp2_97_17_55;
wire [48:0] pp2_81_1_57;
wire [65:0] pp3_98_1_63;
wire [39:0] pp1_97_26_42;
wire [39:0] pp1_89_18_44;
wire [39:0] pp1_81_10_46;
wire [39:0] pp1_73_2_48;
wire [48:0] pp2_98_18_56;
wire [48:0] pp2_82_2_58;
wire [65:0] pp3_99_2_64;
wire [65:0] sum_res    ;   
wire [65:0] carry_res  ; 
CSA4_2 #(.WIDTH(40)) CSA4_2_inst1_4 (
    .cin  (0                             ),
    .A    ({pp0_96_31_16, 6'd0}          ),
    .B    ({2'd0, pp0_94_29_17, 4'd0}    ),
    .C    ({4'd0, pp0_92_27_18, 2'd0}    ),
    .D    ({6'd0, pp0_90_25_19}          ),
    .sum  (pp1_96_25_41                  ),
    .carry(pp1_97_26_42                  )
    );
CSA4_2 #(.WIDTH(40)) CSA4_2_inst1_5 (
    .cin  (0                             ),
    .A    ({pp0_88_23_20, 6'd0}          ),
    .B    ({2'd0, pp0_86_21_21, 4'd0}    ),
    .C    ({4'd0, pp0_84_19_22, 2'd0}    ),
    .D    ({6'd0, pp0_82_17_23}          ),
    .sum  (pp1_88_17_43                  ),
    .carry(pp1_89_18_44                  )
    );
CSA4_2 #(.WIDTH(40)) CSA4_2_inst1_6 (
    .cin  (0                             ),
    .A    ({pp0_80_15_24, 6'd0}          ),
    .B    ({2'd0, pp0_78_13_25, 4'd0}    ),
    .C    ({4'd0, pp0_76_11_26, 2'd0}    ),
    .D    ({6'd0, pp0_74_9_27}           ),
    .sum  (pp1_80_9_45                   ),
    .carry(pp1_81_10_46                  )
    );
CSA4_2 #(.WIDTH(40)) CSA4_2_inst1_7 (
    .cin  (0                             ),
    .A    ({pp0_72_7_28, 6'd0}           ),
    .B    ({2'd0, pp0_70_5_29, 4'd0}     ),
    .C    ({4'd0, pp0_68_3_30, 2'd0}     ),
    .D    ({6'd0, pp0_66_1_31}           ),
    .sum  (pp1_72_1_47                   ),
    .carry(pp1_73_2_48                   )
    );
CSA4_2 #(.WIDTH(49)) CSA4_2_inst2_10 (
    .cin  (0                             ),
    .A    ({1'd0, pp1_96_25_41, 8'd0}    ),
    .B    ({pp1_97_26_42, 9'd0}          ),
    .C    ({9'd0, pp1_88_17_43}          ),
    .D    ({8'd0, pp1_89_18_44, 1'd0}    ),
    .sum  (pp2_97_17_55                  ),
    .carry(pp2_98_18_56                  )
    );
CSA4_2 #(.WIDTH(49)) CSA4_2_inst2_11 (
    .cin  (0                             ),
    .A    ({1'd0, pp1_80_9_45, 8'd0}     ),
    .B    ({pp1_81_10_46, 9'd0}          ),
    .C    ({9'd0, pp1_72_1_47}           ),
    .D    ({8'd0, pp1_73_2_48, 1'd0}     ),
    .sum  (pp2_81_1_57                   ),
    .carry(pp2_82_2_58                   )
    );
CSA4_2 #(.WIDTH(66)) CSA4_2_inst3_13 (
    .cin  (0                             ),
    .A    ({1'd0, pp2_97_17_55, 16'd0}   ),
    .B    ({pp2_98_18_56, 17'd0}         ),
    .C    ({17'd0, pp2_81_1_57}          ),
    .D    ({16'd0, pp2_82_2_58, 1'd0}    ),
    .sum  (pp3_98_1_63                   ),
    .carry(pp3_99_2_64                   )
    );
CSA4_2 #(.WIDTH(66)) CSA4_2_inst4_14 (
    .cin  (0                             ),
    .A    (pp0_129_0_33                  ),
    .B    ({33'b0, pp0_64_0_32}          ),
    .C    ({pp3_98_1_63[64:0], 1'b0}     ),
    .D    ({pp3_99_2_64[63:0], 2'b0}     ),
    .sum  (sum_res                       ),
    .carry(carry_res                     )
    );
assign part_mul_res0 = sum_res[63:0]          ;
assign part_mul_res1 = {carry_res[62:0], 1'b0};
endmodule
module compressor4_2 (
    input            x0   ,
    input            x1   ,
    input            x2   ,
    input            x3   ,
    input            cin  ,
    output wire      sum  ,
    output wire      cout ,
    output wire      carry
);
    wire xor_val;
    assign cout = (x1 && x2) || (x2 && x3) || (x1 && x3);
    assign xor_val = x0 ^ x1 ^ x2 ^ x3;
    assign sum  = xor_val ^ cin;
    assign carry = (x0 && (!xor_val)) || (cin && xor_val);
endmodule
module gen_partial_product 
    #(parameter WIDTH = 64)
(
    input [WIDTH - 1:0]      A   ,
    input                    b0  ,
    input                    b1  ,
    input                    b2  ,
    output reg               sign,
    output reg [WIDTH:0]     P     
);
    wire [2:0] booth_code;
    wire [WIDTH:0] zero_ext;
    wire [WIDTH:0] one_ext; 
    wire [WIDTH:0] two_ext;  
    wire [WIDTH:0] neg_ext;  
    wire [WIDTH:0] negtwo_ext;
    assign booth_code = {b2, b1, b0};
    assign zero_ext   = 1 << WIDTH;
    assign one_ext    = {~A[WIDTH - 1], A};
    assign two_ext    = {~A[WIDTH - 1], A[WIDTH - 2:0], 1'b0};
    assign neg_ext    = {A[WIDTH - 1], ~A};
    assign negtwo_ext = {A[WIDTH - 1], ~A[WIDTH - 2:0], 1'b1};
    always @(*) begin
        case (booth_code)
            3'b000 : begin 
                sign = 1'b0;
                P = zero_ext;
                end 
            3'b001 : begin 
                sign = 1'b0;
                P = one_ext;
                end 
            3'b010 : begin 
                sign = 1'b0;
                P = one_ext;
                end 
            3'b011 : begin 
                sign = 1'b0;
                P = two_ext;
                end 
            3'b100 : begin 
                sign = 1'b1;
                P = negtwo_ext;
                end 
            3'b101 : begin 
                sign = 1'b1;
                P = neg_ext;
                end 
            3'b110 : begin 
                sign = 1'b1;
                P = neg_ext;
                end 
            3'b111 : begin 
                sign = 1'b0;
                P = zero_ext;
                end
        endcase
    end
endmodule
==> flow/run.sh <==
#!/bin/bash
# OpenROAD 26Q1-2900-gdf79404cd8, Yosys 0.63+post, stock flow scripts
make -C /OpenROAD-flow-scripts/flow DESIGN_CONFIG=/design/flow/config.mk WORK_HOME=/design/flow/orfs finish
==> flow/config.mk <==
export PLATFORM = sky130hd
export DESIGN_NAME = MUL33
export DESIGN_NICKNAME = MUL33
export VERILOG_FILES = /design/flow/design.v
export SDC_FILE = /design/flow/constraint.sdc
export NUM_CORES = 4
export LEC_CHECK = 1
export CORE_UTILIZATION = 30
==> flow/constraint.sdc <==
current_design MUL33

set clk_period 10.3
set clk_io_pct 0.2

create_clock -name clk0 -period $clk_period

set non_clock_inputs [all_inputs -no_clocks]
set_input_delay [expr $clk_period * $clk_io_pct] -clock clk0 $non_clock_inputs
set_output_delay [expr $clk_period * $clk_io_pct] -clock clk0 [all_outputs]
==> run notes <==
## Finish
• 5.19% — Layout Area Growth over Synthesis
• 30000 sq um — comb. cell area
• 11717 — fillers
• 0 — clock buffer instance count of the final layout
• 0 — flip-flops
• 0.0954 — share of post-route cells with drive strength above 1
• 5535 — number of cells in the finished layout apart from fillers
• 0 sq um — flip-flop and latch area

## Min path
• input pin to output port — worst min path class

## Detailed routing
• 5 — first-pass iteration count of the detailed router
• 2735 — detailed router's first-iteration violation count
• 5.46 — via-per-instance ratio
• 21.3 um — wire length per cell after detailed routing
• 118000 um — Final Routed Wirelength
• 30208 — vias
• 0 — Antenna Cells
• 0 — number of remaining DRC errors
• 0 — number of nets with antenna violations after detailed routing

## Die
• 194 — I/O pin count
• 0.303 — Core Util at FP
• 111000 sq um — Core ar.
• 122 — number of placement rows
• 337 um — die width
• 337 um — vertical die size
• 113000 sq um — Die Size

## Yosys
• 74 — tally of unique sky130hd cells used after synthesis
• 0 — register share after synthesis
• xnor2_1 — most frequent cell after synthesis
• 7.89 sq um — syn_area_per_cell
• 4260 — # Cells Yosys
• 33600 sq um — post-synthesis cell area
• xnor2_1, xor2_1, maj3_1 — main area contributors after synthesis
• 4260 — post-synthesis instance total
• 33600 sq um — chip area in the Yosys report
• 0.207 — fraction of synthesized cell area taken by the top area cell type
• 9 — count of synthesis-stage warnings from yosys
• xnor2_1 — post-synthesis cell type with the largest combined area
• xnor2_1, xor2_1, nor2_1 — cell types with the highest counts after synthesis

## Critical path
• input pin to output port — type of the worst setup path
• 8.07 ns — crit path DAT
• adder cells — family of cells with the greatest summed delay on the critical path
• 8.24 ns — endpoint required time on the critical path
• 0.69 ns — CP max stage delay
• 6 — combined buffer and inverter count along the critical path
• 13 — largest driver fanout on the critical path
• a221oi_1 — slowest stage cell, crit path
• output port — category of the worst setup path capture point
• clkdlybuf4s50_1 > buf_4 > or3b_1 > buf_4 > nor2_1 > a221oi_1 > xor2_1 > xnor2_1 > mux2_2 > inv_1 > maj3_1 > maj3_1 > ha_1 > ha_1 > inv_1 > fa_1 > xor2_1 > xnor2_1 > clkdlybuf4s50_1 — sequence of cells on the critical path
• input pin — Setup crit start kind

## Flow run
• 32 — Log Warnings
• 0 — max-capacitance violation count

## Final timing
• 0 ns — aggregate negative setup slack
• 0.956 ns — pin slew with the least headroom to its limit
• 10.13 ns — clock period minus final worst setup slack
• 0 — count of final setup violators
• 0 — number of hold-slack violations in the final timing report
• 0 — count of final max-slew check failures
• 0.173 ns — least setup slack across all paths after layout
• 98.8 MHz — maximum clock frequency
• 0.362 — relative max-transition margin
• no — setup repair after global routing missed its margin
• 0.983 — part of the cycle the worst path needs
• 5.25 ns — Min Hold Slack

## GRT
• 27659 — number of global-route vias before repair
• 6 — initial antenna violation count
• 0 — total global routing overflow
• 0.206 — total routing resource utilization after global routing
• 56 — pin count of the biggest net entering global routing
• 178000 um — first-pass GRT wire length

## Placed design
• 0.335 ns — worst setup slack before clock tree synthesis
• 5535 — Cell Count Post-Placement
• 193 — number of port buffers
• 0.973 — placer congestion estimate
• 92300 um — Detailed Place HPWL

## Run status
• complete, no violations — outcome

## CTS
• 0 — post-CTS resize count
• 0 — post-CTS repair timing setup buffer count
• 0 — post-cts hold buffer count

[placed cells by master (no fill, tap or decap), types with 39 or more instances in the layout]
cell | netlist | layout
inv_1 | 132 | 132
maj3_1 | 236 | 236
ha_1 | 161 | 161
o21ai_0 | 89 | 89
buf_4 | 167 | 169
a21oi_1 | 196 | 196
nor2_1 | 282 | 278
a221oi_2 | 39 | 39
mux2i_1 | 102 | 102
xor2_1 | 542 | 535
xnor2_1 | 793 | 790
a221oi_1 | 229 | 229
buf_2 | 141 | 44
clkdlybuf4s50_1 | 0 | 144
nor4b_1 | 135 | 135
o22ai_1 | 156 | 156
nand2_1 | 124 | 124
[kinds of logic (layout without fill, tap and decap cells)]
logic type / count (synthesis) / in the layout / synth area share
xor gates and xnor gates: 1410 / 1410 / 0.393
muxes: 134 / 134 / 0.0418
other: 1 / 1 / 0.000112
adders and majority gates: 441 / 441 / 0.150
AOI/OAI and AO/OA: 865 / 865 / 0.189
buffers and inverters: 705 / 492 / 0.110
and+or+nand+nor: 704 / 704 / 0.117
[stage by stage]
stage | instance area [sq um] | utilization
3_3_place_gp | 35400 | 0.319
6_report | 35400 | 0.319
2_1_floorplan | 33600 | -
3_5_place_dp | 35400 | 0.319
5_1_grt | 35400 | 0.319
4_1_cts | 35400 | 0.319
[layer usage]
layer,up-vias,track usage,routed length [um]
li1,14469,-,-
met1,14364,0.290,52600
met2,1178,0.322,52400
met3,189,0.0239,7690
met4,8,0.0763,5120
met5,-,0,44
[area by class of cell]
| cell class | count | share of cell area |
|---|---|---|
| Multi-Input combinational cell | 3555 | 0.849 |
| Inverter | 133 | 0.0141 |
| Tap cell | 1488 | 0.0526 |
| Timing Repair Buffer | 359 | 0.0840 |
[final timing paths]
| path | startpoint | to | slack [ns] | cells after the start |
|---|---|---|---|---|
| max | B[7] | part_mul_res0[17] | 0.17 | 19 |
| min | B[30] | part_mul_res0[31] | 5.25 | 6 |
[worst min-delay path: cells and delay by family]
family / cells / cell delay, ns
xor gates and xnor gates: 2 / 0.21
buffers and inverters: 2 / 0.57
and+or+nand+nor: 2 / 0.33
